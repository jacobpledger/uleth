===== design/flow/design.v =====
module pfa(output s,g,p, input a,b,c);
	xor(p,a,b);
	and(g,a,b);
	xor(s,p,c);
endmodule
module fa(output [3:0] s,g,p, input [3:0] a,b, input[3:0] c);
	pfa adder0(s[0],p[0],g[0],a[0],b[0],c[0]);
	pfa adder1(s[1],p[1],g[1],a[1],b[1],c[1]);
	pfa adder2(s[2],p[2],g[2],a[2],b[2],c[2]);
	pfa adder3(s[3],p[3],g[3],a[3],b[3],c[3]);
endmodule
module cl(output [3:0] p_out, g_out, c_out, input [3:0] p,g, input c);
	wire g0,g1,g2;
	wire l0,l1,l2;
	wire m0,m1;
	wire r0;
	and(p_out,p[3],p[2],p[1],p[0]);
	and(g0,p[3],p[2],p[1],g[0]);
	and(g1,p[3],p[2],g[1]);
	and(g2,p[3],g[2]);
	or(g_out,g0,g1,g2,g[3]);
	and(l0,p[2],p[1],p[0],c);
	and(l1,p[2],p[1],g[0]);
	and(l2,p[2],g[1]);
	or(c_out[3],l0,l1,l2,g[2]);
	and(m0,p[1],p[0],c);
	and(m1,p[1],g[0]);
	or(c_out[2],m0,m1,g[1]);
	and(r0,p[0],c);
	or(c_out[1],r0,g[0]);
	or(c[0],c,0);
endmodule
module cla(output [3:0] s_out, p_out, g_out, input [3:0] a_in,b_in, input c_in);
	wire [3:0] c;
	wire [3:0] g;
	wire [3:0] p;
	fa full_adder(s_out,g,p, a_in,b_in,c);
	cl carry_lookahead(p_out,g_out,c, p,g,c_in);
endmodule

===== design/flow/run.sh =====
#!/bin/bash
# OpenROAD 26Q1-2900-gdf79404cd8, Yosys 0.63+post, stock flow scripts
make -C /OpenROAD-flow-scripts/flow DESIGN_CONFIG=/design/flow/config.mk WORK_HOME=/design/flow/orfs finish

===== design/flow/config.mk =====
export PLATFORM = sky130hd
export DESIGN_NAME = cla
export DESIGN_NICKNAME = cla
export VERILOG_FILES = /design/flow/design.v
export SDC_FILE = /design/flow/constraint.sdc
export NUM_CORES = 4
export LEC_CHECK = 1
export CORE_AREA = 10 10 70 70
export DIE_AREA = 0 0 80 80

===== design/flow/constraint.sdc =====
current_design cla

set clk_period 2.2
set clk_io_pct 0.2

create_clock -name clk0 -period $clk_period

set non_clock_inputs [all_inputs -no_clocks]
set_input_delay [expr $clk_period * $clk_io_pct] -clock clk0 $non_clock_inputs
set_output_delay [expr $clk_period * $clk_io_pct] -clock clk0 [all_outputs]

==> run summary <==
Flow results follow.

The run finished with clean final reports. The highest achievable clock rate is 464 MHz. The tightest min-delay check is of the primary input to output pin type. The worst hold slack is 1.49 ns.

The synth_stat.txt file lists the number of cells as 29. The most common logic cell in the final layout is sky130_fd_sc_hd__dlygate4sd2_1. Clock buffers in the final layout number 0. The routed length per placed instance is 7.70 um. The vertical die dimension reported for this design is 80 um. The data arrival time of the critical path is 1.71 ns.

Per the detail_route report, the via count comes to 226. In this run the tools logged warnings totalling 33. The total of buffers placed on input and output ports is 14. The initial antenna violation count is 0. The die is 80 um wide. Once iteration 0 of detailed routing completed, the report listed 4 DRC markers. The remaining antenna violation count after routing is 0. The number of inserted diodes is 0. For reference, the most critical setup path is categorized as primary input to output pin. For this run, the chip area from Yosys synthesis comes to 225 sq um. The area occupied by registers is 0 sq um. The smallest clock period supported by the final layout is computed as 2.15 ns. For this run, the number of Yosys warnings is 1. Leaving out filler cells and counting taps, the final layout contains 90. Per the synthesis report, the number of distinct cell types is 13. The run reported a max-capacitance violation count of 0. Summed over all layers, the global routing overflow is 0. The pre-placement core utilization is 0.0659. Including well taps, the total number of placed cells is 89. Entering global routing, the biggest net connects 6 pins. The pre-CTS worst setup slack is -0.461 ns. The static power due to leakage is 0.189 nW. According to the cell report, flip-flops and latches in the layout number 0. The library cells used most frequently in the layout, excluding fill and tap cells, are sky130_fd_sc_hd__dlygate4sd2_1, sky130_fd_sc_hd__conb_1, sky130_fd_sc_hd__buf_4, sky130_fd_sc_hd__ha_4.

The cell sequence reported for the critical path is clkdlybuf4s15_2, ha_4, a211oi_4, buf_4, o21bai_4, xor2_1, clkdlybuf4s15_1. The number of hold-slack violations in the final timing report is 0. The timing report shows that the slowest cell on the worst path is sky130_fd_sc_hd__ha_4. The worst endpoint required time is 1.76 ns. The total negative slack for setup checks is 0 ns. The ratio of total power to cell area is 219 nW/um^2. The all-layer global routing usage is 0.0194. The share of the Yosys chip area taken by registers is 0. The post-route worst setup slack is 0.0453 ns. The mapped netlist covers 225 sq um.

The detailed router reported a total wirelength of 693 um. The total die size is 6400 sq um. The nature of the critical path endpoint is an output pin. Setup repair after global routing could not meet its margin everywhere. The layout overhead on the synthesized area is 106%. For this design the top-level I/O count stands at 21.

The placed cell area is 400 sq um. The final-report max-slew violation count is 0. The DRC violations left is 0.

Post-route period utilization is reported as 0.979. The number of global-route vias before repair is 241. The average instance area after synthesis is 7.77 sq um. The critical path's largest stage delay is 0.26 ns. The last timing report of the flow puts the setup violation total at 0. Per the gpl log, the routability congestion estimate is 0.753. Before antenna repair, the detailed router went through 2 iterations. STA classifies the critical path startpoint as a primary input.

The via count normalized by instance count is 2.51. Of all nets on the critical path, the largest fanout is 5. The highest ir drop seen on vdd is 0.0267 mV. In the final layout, the share of cells above drive strength 1 is 0.341.

The gate count after technology mapping is 29. The hold-fix buffer count after cts is 0. After routing the design area is 464 sq um. The first global-routing pass estimated 1110 um of wire. According to the floorplan report, the placeable core area is 3420 sq um. The number of core rows is 21.
==> cells in the mapped netlist <==
master	n	area (sq um)
sky130_fd_sc_hd__buf_4	10	75.1
sky130_fd_sc_hd__nand2_1	1	3.75
sky130_fd_sc_hd__conb_1	1	3.75
sky130_fd_sc_hd__a21oi_1	3	15.0
sky130_fd_sc_hd__ha_1	4	50.1
sky130_fd_sc_hd__a211oi_2	1	12.5
sky130_fd_sc_hd__xnor2_1	1	8.76
sky130_fd_sc_hd__xor2_1	2	17.5
sky130_fd_sc_hd__nor2_1	2	7.51
sky130_fd_sc_hd__o21ai_0	1	5.00
sky130_fd_sc_hd__and4_2	1	10.0
sky130_fd_sc_hd__o21bai_2	1	11.3
sky130_fd_sc_hd__o21ai_1	1	5.00
==> final timing paths <==
kind | from | endpoint | slack [ns] | depth (start not counted)
max | b_in[1] | s_out[3] | 0.05 | 7
min | a_in[2] | s_out[3] | 1.49 | 5
==> timing repair <==
action / 4_1_cts / 5_1_grt
cloned: 0 / 0
setup endpoints to repair: 5 / 3
pin swaps: 7 / 2
buffers inserted: 1 / 0
resized: 26 / 2
==> stage by stage <==
stage,util,total power [mW]
global route,0.136,0.113
global placement,0.117,0.0926
finish,0.136,0.101
detailed placement,0.117,0.0934
CTS,0.132,0.102
floorplan,-,0.0563
==> area by class of cell <==
type	count	area [sq um]
Fill cell	389	2950
Multi-Input combinational cell	25	236
Timing Repair Buffer	19	170
Tap cell	46	57.6
==> worst max-delay path: cells and delay by family <==
kind | cells | cell delay [ns]
AOI/OAI and AO/OA | 2 | 0.29
buffers and inverters | 3 | 0.56
adders and majority gates | 1 | 0.26
xor gates and xnor gates | 1 | 0.16
==> kinds of logic after synthesis <==
kind of cell,share of synthesized area
buffers and inverters,0.333
XOR/XNOR,0.117
AND/OR/NAND/NOR,0.0944
AND-OR/OR-AND,0.217
other,0.0167
adder cells (fa/ha/maj),0.222
==> power by group <==
group          switching, mW  total, mW  internal [mW]
combinational         0.0375      0.101         0.0639
clock                      0          0              0
sequential                 0          0              0
total                 0.0375      0.101         0.0639
==> per-layer routing <==
metal / track usage / vias up / wire length [um] / share of wire
li1: - / 114 / - / -
met1: 0.0271 / 100 / 308 / 0.44
met2: 0.0321 / 12 / 317 / 0.46
met3: 0.00341 / 0 / 67 / 0.097
met4: 0 / 0 / 0 / 0
met5: 0 / - / 0 / 0
Power figures rest on the tool's default switching activity, not on a simulated workload.
